**flow/design.v**
```verilog
`timescale 1ns / 1ps
module bram #(
    parameter DEPTH = 32,
    parameter WIDTH = 8,
    parameter ADDR_WIDTH = 5
)(
    input logic clock,
    input logic w_en,
    input logic r_en,
    input logic [WIDTH-1:0] write_data,
    input logic [ADDR_WIDTH-1:0] write_addr,
    input logic [ADDR_WIDTH-1:0] read_addr,
    output logic [WIDTH-1:0] read_data
);
    (* ram_style ="block" *)
    logic [WIDTH-1:0] mem [0:DEPTH-1];
    always @(posedge clock) begin
        if (w_en) begin
            mem[write_addr] <= write_data;
        end 
    end
    always @(posedge clock) begin
        if(r_en)begin
            if (write_addr == read_addr && w_en) begin
                read_data <= write_data;
            end else begin
                read_data <= mem[read_addr];
            end
        end
    end
endmodule
```
**flow/run.sh**
```bash
#!/bin/bash
# OpenROAD 26Q1-2900-gdf79404cd8, Yosys 0.63+post, stock flow scripts
make -C /OpenROAD-flow-scripts/flow DESIGN_CONFIG=/design/flow/config.mk WORK_HOME=/design/flow/orfs finish
```
**flow/config.mk**
```make
export PLATFORM = sky130hd
export DESIGN_NAME = bram
export DESIGN_NICKNAME = bram
export VERILOG_FILES = /design/flow/design.v
export SDC_FILE = /design/flow/constraint.sdc
export NUM_CORES = 4
export LEC_CHECK = 1
export CORE_UTILIZATION = 30
```
**flow/constraint.sdc**
```tcl
current_design bram

set clk_period 3.5
set clk_io_pct 0.2

create_clock -name clk0 -period $clk_period [get_ports {clock}]

set non_clock_inputs [all_inputs -no_clocks]
set_input_delay [expr $clk_period * $clk_io_pct] -clock clk0 $non_clock_inputs
set_output_delay [expr $clk_period * $clk_io_pct] -clock clk0 [all_outputs]
```
==> run_results.csv <==
group,metric,value,unit
clock_network,post_cts_buffers,0,
timing,finalMaxSlewViolations,0,
timing,setup_tns,0,ns
clock_network,cts_tree,"built",
floorplan,die_x,191,microns
drt,ant_nets,0,
floorplan,die_area,36600,sq um
drt,drt-vias-per-instance,4.82,
global_routing,overflow,0,
critical_path,arrival,2.78,ns
placement,dpl.cell_count,1045,
yosys,synth_seq_share,73.8,%
timing,rsz0062_at_grt,"false",
clock_network,postCtsHoldBufs,0,
floorplan,ios,29,
layout,instances_no_fill,1095,
critical_path,crit_fanout,43,
yosys,syn_area_per_cell,19.9,sq um
hold_path,whs_path_depth,4,
placement,place.gp.congestion,0.835,
run,warnings,25,
critical_path,cp_slowest_stage_delay,0.51,ns
layout,utilization,36.0,%
layout,design_area,12500,sq um
critical_path,path_depth,7,
drt,wl,22800,microns
floorplan,fp.coreArea,34900,sq um
drt,drt-pass1-iter-count,4,
critical_path,cp-end-kind,"register",
yosys,netlist_area,10700,sq um
floorplan,die_h,191,microns
drt,routedWlPerCell,20.8,microns
timing,fin_ws,1.01,ns
timing,max_freq,401,MHz
clock_network,clkLatencyLatePin,0.54,ns
clock_network,numCtsBuffers,27,
yosys,yosys-stat-cells,539,
timing,hold_violations,0,
clock_network,clk_pin_slew_worst_paths,0.06,ns
pwr,vdd.ir_drop.worst,0.000524,V
critical_path,slowest_stage,"o41ai_1",
drt,n_antenna_cell,0,
yosys,yosys-stat-area,10700,sq um
floorplan,fp-row-count,68,
clock_network,cts_root_buf,"clkbuf_16",
placement,place_ws,0.405,ns
placement,io_buffer_count,28,
timing,setup_violations,0,
clock_network,clock_sinks,264,
critical_path,critical_path_required,3.79,ns
timing,worst_pin_slew,0.983,ns
timing,finalCritPeriodShare,71.2,%
timing,fin_crit,2.49,ns
global_routing,antenna_found_initial,0,
pwr,leakage,4.15,nW
drt,drcViolationCount,0,
placement,hpwlAfterDp,14900,microns
clock_network,cts_resized,0,
yosys,async_reset_ff_share,0,%
drt,drt_iter0_markers,284,
yosys,synth-edff-count,264,
status,outcome,"finished, final reports clean",
layout,drive_above_1_share,17.8,%
clock_network,clock_path_buffers,3,
pwr,power.total,6.59,mW
timing,slew_headroom,34.2,%
yosys,flop_cell,"edfxtp_1",
yosys,ys_warn_count,1,
floorplan,fp_util,30.8,%
placement,placed_area,11700,sq um
yosys,synth_cells,539,
hold_path,worstHoldPathType,"register to register",
critical_path,crit_family,"AND-OR/OR-AND gates",
global_routing,grt_pass1_vias,5566,
yosys,top_area_cell,"edfxtp_1",
layout,syn2layout_area_growth,16.7,%
critical_path,r2r_slack,1.40,ns
critical_path,r2r_cells,4,
yosys,netlist_top_cells_area,"edfxtp_1 74%, mux4_1 8.1%, mux2i_1 4.3%",
timing,skew,0.0216,ns
yosys,ys_seq_elements,264,
timing,whs,0.997,ns
drt,num_vias,5274,
global_routing,grt_pass1_wl,34900,microns
yosys,synth_top_area_share,73.8,%
yosys,ys_types,39,
clock_network,h-tree-depth,1,
run,drv_cap,0,
global_routing,grt_use_total,13.9,%
pwr,power_density,526,nW/um^2
critical_path,startpoint_type,"primary input",
global_routing,grt_max_degree,44,
critical_path,critPathKind,"primary input to register",
critical_path,crit_buf_inv,3,
critical_path,worstPathCellList,"buf_4 -> buf_4 -> buf_12 -> mux2i_1 -> a221oi_1 -> a221oi_1 -> o41ai_1",
## where the power goes
part	switching (mW)	total (mW)	internal, mW
logic	0.219	0.375	0.156
registers	0.0148	3.54	3.53
clock network	1.11	2.67	1.56
## path summary, 6_finish.rpt
| kind | start | endpoint |
|---|---|---|
| max | read_addr[0] | read_data[0]$_DFFE_PP_ |
| min | mem[20][3]$_DFFE_PP_ | read_data[3]$_DFFE_PP_ |
| max reg2reg | mem[13][0]$_DFFE_PP_ | read_data[0]$_DFFE_PP_ |
| min reg2reg | mem[20][3]$_DFFE_PP_ | read_data[3]$_DFFE_PP_ |
## logic make-up (layout without fill, tap and decap cells)
logic type | count (synthesis) | after routing | share of synthesized area (%)
flops | 264 | 264 | 73.8
buf+inv | 32 | 133 | 2.74
xor+xnor | 5 | 5 | 0.407
compound gates | 56 | 56 | 3.95
mux | 96 | 96 | 14.9
simple gates | 86 | 86 | 4.30
## worst reg2reg max path, cell delays in order, from the launching register on
cell and delay, ns:
edfxtp_1 0.35, mux4_1 0.53, mux2_2 0.32, a221oi_1 0.45
o41ai_1 0.18
## area by class of cell
cell class,count,area [sq um]
fill,3204,22300
inverter,1,3.75
tap,455,569
clock inverter,16,126
multi-input combinational,243,2530
timing repair buffer,82,686
sequential,264,7930
clock buffer,34,702
## routing by layer
metal	up-vias	track usage (%)	share of wire, %
met5	-	0.962	0.19
met4	2	2.50	2.1
met3	36	6.76	11
met2	216	21.5	47
met1	2606	18.6	39
li1	2414	-	-
## layout by cell type, fill, tap and decap left out, drive strengths merged, types with 10 or more instances in the layout
cell and count:
clkdlybuf4s50 25, edfxtp 264, clkbuf 34, clkinv 12, a221oi 16, mux2i 46
a211oi 15, nand3 10, buf 57, nor2 34, mux2 10, mux4 40
## sequential cells by signal, indices dropped and copies added (netlist names)
signal     flops
mem          256
read_data      8
## synthesized netlist by cell type (7+ instances only)
master,instances
nor3_1,7
mux4_2,7
o41ai_1,8
nor2_1,34
mux4_1,33
a221oi_1,16
buf_6,9
o21ai_0,7
or2b_1,7
a211oi_1,15
nand3_1,10
mux2_2,10
and2b_1,7
mux2i_1,46
edfxtp_1,264
o22ai_1,8
Power and IR drop assume default switching activity.
